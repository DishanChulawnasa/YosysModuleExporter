==> design.v <==
module counter (clk, rst, en, count);
   input clk, rst, en;
   output reg [2:0] count;
   always @(posedge clk)
      if (rst)
         count <= 3'd0;
      else if (en)
         count <= count + 3'd1;
endmodule
==> run.sh <==
#!/bin/bash
# OpenROAD 26Q1-2900-gdf79404cd8, Yosys 0.63+post, stock flow scripts
make -C /OpenROAD-flow-scripts/flow DESIGN_CONFIG=/design/flow/config.mk WORK_HOME=/design/flow/orfs finish
==> config.mk <==
export PLATFORM = sky130hd
export DESIGN_NAME = counter
export DESIGN_NICKNAME = counter
export VERILOG_FILES = /design/flow/design.v
export SDC_FILE = /design/flow/constraint.sdc
export NUM_CORES = 4
export LEC_CHECK = 1
export CORE_AREA = 10 10 70 70
export DIE_AREA = 0 0 80 80
==> constraint.sdc <==
current_design counter

set clk_period 1.0
set clk_io_pct 0.2

create_clock -name clk0 -period $clk_period [get_ports {clk}]

set non_clock_inputs [all_inputs -no_clocks]
set_input_delay [expr $clk_period * $clk_io_pct] -clock clk0 $non_clock_inputs
set_output_delay [expr $clk_period * $clk_io_pct] -clock clk0 [all_outputs]
==> flow_summary.toml <==
# synthesis and place-and-route metrics
[logic_synthesis]
synth_seq_share_pct = 49.5
yosys-top-cells-area = "dfxtp_1, ha_1, a21bo_2"
yosys_warnings = 1
netlist_area_sq_um = 121
synth_chip_area_sq_um = 121
synth.avg_cell_area_sq_um = 11.0
ys_cells = 11
yosys.area.top_type_share_pct = 49.5
yosys.area.top_type = "dfxtp_1"
syn_inst = 11
ys.flops = 3
post_synth_num_cell_types = 8

[final_timing]
fin_skew_ns = 0.000182
finalSetupViolCount = 0
fin_ws_ns = 0.0190
slew_headroom_pct = 85.5
tightest_slew_ns = 0.217
tns_ns = 0
maxSlewViolCount = 0
finalClockPeriodUsage_pct = 98.1
fmaxAchievable_mhz = 1020
rsz0062_at_grt = "true"
hold_viol = 0
finalCriticalPeriod_ns = 0.981

[routing]
wl_microns = 459
drt-initial-drc-count = 12
drc = 0
viasPerCell = 1.93
via_count = 139
ant_nets = 0
wl_per_cell_microns = 6.38
dr.pass1.iters = 2

[floorplan]
ios = 6
die_w_microns = 80
die_h_microns = 80
fp_util_pct = 3.55
die_area_sq_mm = 0.00640
core_region_area_sq_mm = 0.00342
rows = 21

[clock_network]
clock.latency.late_pin_ns = 0.24
cts_tree = "done"
cts-root-buf = "clkbuf_4"
clock_path_buffers = 2
clk_pin_slew_ns = 0.04
numCtsBuffers = 3
clock-sinks = 3
h-tree-depth = 1

[placed_design]
post-place-ws_ns = -0.153
port_buffers = 5
place.gp.congestion = 0.702

[critical_path]
crit_slowest_cell = "dfxtp_2"
crit_buf_inv = 1
cp_max_fo = 2
max_stage_delay_ns = 0.31
critPathKind = "flip-flop to primary output"
cp_cell_sequence = "dlygate4sd2_1"
crit_path_end_kind = "primary output"
cp.arrival_ns = 0.78
path_delay_family = "flip-flops"
cp-start-kind = "flip-flop"
cp.required_ns = 0.80

[global_route]
antenna_found_initial = 1
grt_pass1_vias = 147
grt_max_degree = 5
grt_pass1_wl_microns = 696
gr-total-overflow = 0
grt.total_usage_pct = 1.62

[final_layout]
comb_area_sq_um = 77.6
ff_latch_area_sq_um = 63.8
fillers = 401
layout-drive-gt1-share_pct = 56.0
syn2layout_area_growth_pct = 159
reg_top3 = "count x3"
top_register = "count"
largest_reg_flops = 3

[power_and_ir_drop]
p_total_uw = 433
power.density_mw_per_mm2 = 1380
ir_drop_mv = 0.258
power_leakage_nw = 0.116

[worst_hold_path]
hp-class = "input pin to flip-flop"

[run]
maxCapViolCount = 0
openroad.warnings = 26

[status]
status = "finished, final reports clean"
[cells in the mapped netlist (all sizes together)]
cell / count
xnor2: 1
nand3b: 1
dfxtp: 3
ha: 1
nor2: 2
mux2i: 1
a21bo: 1
a21oi: 1
[power by group]
part	total (mW)	switching, mW	internal, mW
logic	0.0767	0.0274	0.0493
registers	0.135	0.00407	0.131
clock network	0.222	0.0717	0.150
[area by class of cell]
class	instances	area share (%)
multi-input cells	8	24.7
well taps	46	18.3
diodes	1	0.797
repair buffers	10	27.5
clock buffers	4	8.37
flip-flops and latches	3	20.3
[kinds of logic after synthesis]
family          synth area share (%)
mux                             8.25
simple gates                    12.4
fa+ha+maj                       10.3
flops                           49.5
compound gates                  12.4
xor+xnor                        7.22
[through the flow]
stage	std cells	hold WS (ns)	utilization, %	area, sq um
after detailed placement	64	0.537	7.14	244
after CTS	71	0.572	8.64	295
final	72	0.591	9.19	314
after global routing	72	0.582	9.19	314
after floorplan	11	0.269	-	121
after global placement	64	0.520	7.14	244
[path summary, 6_finish.rpt]
path | startpoint | to | slack, ns | depth (start not counted)
setup reg to reg | count[0] | count[2] | 0.03 | 4
hold / removal | rst | count[2] | 0.59 | 2
hold reg to reg | count[2] | count[2] | 0.63 | 3
setup / recovery | count[0] | count[0] | 0.02 | 1
[cell usage in the layout, fill, tap and decap left out]
cell type	instances
buf_4	5
clkbuf_4	3
dfxtp_2	3
nor2_1	2
clkdlybuf4s50_1	2
clkdlybuf4s15_1	2
diode_2	1
mux2i_1	1
xnor2_1	1
a21bo_2	1
nand3b_1	1
a21oi_2	1
ha_4	1
clkbuf_1	1
dlygate4sd2_1	1
[routing by layer]
metal,vias up,wire length (microns),global-route usage [%]
met5,-,0,0
met4,0,0,0.176
met3,0,123,2.95
met2,8,157,1.77
met1,63,179,1.40
li1,68,-,-
[timing repair]
| item | in CTS | in global routing |
|---|---|---|
| hold buffers | 0 | 0 |
| buffers inserted | 3 | 0 |
| gates resized | 7 | 4 |
| endpoints found under the setup margin | 3 | 5 |
